[./config.mk]
export PLATFORM = sky130hd
export DESIGN_NAME = alu_cntrl
export DESIGN_NICKNAME = alu_cntrl
export VERILOG_FILES = /design/flow/design.v
export SDC_FILE = /design/flow/constraint.sdc
export NUM_CORES = 4
export LEC_CHECK = 1
export CORE_UTILIZATION = 40
[./constraint.sdc]
current_design alu_cntrl

set clk_period 19.9
set clk_io_pct 0.2

create_clock -name clk0 -period $clk_period

set non_clock_inputs [all_inputs -no_clocks]
set_input_delay [expr $clk_period * $clk_io_pct] -clock clk0 $non_clock_inputs
set_output_delay [expr $clk_period * $clk_io_pct] -clock clk0 [all_outputs]
[./design.v]
`timescale 1ns / 1ps
module alu_cntrl(
input [1:0] alu_op,
input [2:0] funct3, input [6:0] funct7,
output reg [3:0] operation,
input [31:0] operand1, operand2, output [31:0] result,
output Z
    );
    always @(*) begin 
   case ({alu_op, funct7, funct3})
   12'b00_xxxxxxx_xxx : operation = 4'b0010;  
   12'b01_xxxxxxx_xxx : operation = 4'b0110;  
   12'b10_0000000_000 : operation = 4'b0010;  
   12'b10_0100000_000 : operation = 4'b0110;  
   12'b10_0000000_111 : operation = 4'b0000;  
   12'b10_0000000_110 : operation = 4'b0001;  
   12'b10_0000000_010 : operation = 4'b0111;  
   default : operation = 4'bxxxx;
   endcase
   end
  alu_main dut(.operand1(operand1), .operand2(operand2), 
               .operation(operation),
               .result(result), .Z(Z));
endmodule
`timescale 1ns / 1ps
module alu_main(
input [31:0] operand1, operand2, 
input [3:0] operation,
output reg [31:0] result, 
output reg Z
    );
    always @(*) begin 
    case (operation)
    4'b0000 : result = operand1 & operand2; 
    4'b0001 : result = operand1 | operand2;
    4'b0010 : result = operand1 + operand2;
    4'b0110 : result = operand1 - operand2; 
    4'b0111 : result = operand1 - operand2;
    default : result = 32'bx;
    endcase
	if (result == 0) 
	Z = 1;
	else 
	Z = 0;
    end
endmodule
[./run.sh]
#!/bin/bash
# OpenROAD 26Q1-2900-gdf79404cd8, Yosys 0.63+post, stock flow scripts
make -C /OpenROAD-flow-scripts/flow DESIGN_CONFIG=/design/flow/config.mk WORK_HOME=/design/flow/orfs finish
==> flow_metrics.py <==
# Flow results
metrics = {
    "outcome": {
        "status": "completed",
    },
    "critical_path": {
        "crit_family": "buffers and inverters",
        "worstPathMaxFanout": 32,
        "cp.buffers_inverters": 5,
        "path_class": "in -> out",
        "end_kind": "output pin",
        "cp-start-kind": "primary input",
        "slowest_delay_ps": 900,
        "critPathLaunch": "funct3[0]",
        "worstPathRequired_ps": 15920,
        "path_cells": "clkdlybuf4s50_1 -> inv_1 -> a41oi_2 -> buf_4 -> inv_1 -> nor2_1 -> xnor2_1 -> ha_1 -> a211oi_1 -> o31ai_1 -> o31a_1 -> or3_1 -> a31o_2 -> nand4bb_1 -> nor4_2 -> nand4_1 -> a2111oi_2 -> nand4bb_1 -> or4b_1 -> nor4_2 -> clkdlybuf4s50_1",
        "cp.arrival_ps": 10070,
        "worst_path_max_delay_cell": "clkdlybuf4s50_1",
    },
    "sta": {
        "worst_pin_slew_ps": 804,
        "fin_crit_sh": 0.706,
        "hold_viol_final": 0,
        "finalSetupViolCount": 0,
        "slew_violations": 0,
        "rsz0062_at_grt": "false",
        "period_minus_slack_ps": 14050,
        "relSlewSlack": 0.459,
        "fmax_mhz": 71.2,
        "fin_setup_tns_ps": 0,
    },
    "drt": {
        "wirelength_um": 10900,
        "vias": 3829,
        "insertedDiodeCount": 0,
        "drc": 0,
        "drtIter0Drc": 191,
        "wl_per_cell_um": 16.0,
        "via_per_inst": 5.60,
        "ant_nets": 0,
        "drtPass1Iterations": 4,
    },
    "die": {
        "core-area_mm2": 0.00773,
        "dieHeight_um": 91.3,
        "core.rowCount": 32,
        "fp_util": 0.413,
        "pin_count": 113,
        "fp.dieW_um": 91.3,
        "die_area_mm2": 0.00833,
    },
    "min_path": {
        "hp-class": "in -> out",
        "worstHoldStart": "operand1[2]",
    },
    "finish": {
        "drive_gt1_frac": 0.0309,
        "clkbuf_count": 0,
        "instances_no_fill": 684,
        "area_growth_pct": 38.1,
        "nFillCells": 724,
        "seqCellArea_um2": 0,
        "numSequentialCells": 0,
    },
    "synthesis": {
        "ys_warn_count": 2,
        "ys_cells": 483,
        "ys_area_mm2": 0.00319,
        "seq_area_frac_synth": 0,
        "ys_types": 60,
        "syn_inst": 483,
        "avgSynthCellArea_um2": 6.60,
        "synth_area_mm2": 0.00319,
    },
    "flow_run": {
        "cap_violations": 0,
        "tool_warnings": 35,
    },
    "grt": {
        "grt_overflow": 0,
        "grtUsageTotal": 0.260,
        "grt_start_max_net_pins": 33,
        "antenna_found_initial": 0,
        "grt_pass1_vias": 3399,
        "grt_pass1_wl_um": 17200,
    },
    "clock_network": {
        "cts_setup_buffers": 0,
        "cts_resized": 0,
        "ctsHoldBuffers": 0,
    },
    "power_and_ir_drop": {
        "peakVddDrop_uv": 21.9,
        "p_leak_uw": 0.00178,
        "powerDensity_mw_per_mm2": 41.5,
    },
    "place": {
        "post-dp-hpwl_um": 9020,
        "port_buffers": 112,
        "dpl.cell_count": 684,
        "gp_congestion": 0.965,
    },
}
-- layout by cell type, fill, tap and decap left out, types with 14 or more instances in the layout --
cell type,instances
a21o_1,14
clkdlybuf4s50_1,112
inv_1,18
maj3_1,18
xnor2_1,17
xor2_1,40
nand2_1,66
a21oi_1,36
ha_1,34
nor2_1,40
o21ai_0,41
-- metrics by stage --
step | hold slack [ps] | power [uW] | setup slack, ps | utilization | cell area (um^2)
after global placement | 9000 | 182 | 5970 | 0.570 | 4400
after CTS | 8990 | 182 | 5870 | 0.570 | 4400
after global routing | 9040 | 200 | 5370 | 0.570 | 4400
after detailed placement | 8980 | 180 | 5870 | 0.570 | 4400
after floorplan | 8020 | 95.9 | 7410 | - | 3190
final | 8990 | 183 | 5850 | 0.570 | 4400
-- report_power, final --
part | switching, uW | internal, uW | total [uW]
sequential | 0 | 0 | 0
combinational | 83.9 | 98.9 | 183
clock | 0 | 0 | 0
-- metal layers --
metal / track usage / share of wire / vias to the layer above
met4: 0.00926 / 0.0033 / 0
met1: 0.425 / 0.51 / 1718
met5: 0 / 0 / -
met2: 0.388 / 0.42 / 125
met3: 0.0187 / 0.062 / 4
li1: - / - / 1982
-- cell usage after synthesis, drive strengths merged, types with 4 or more instances --
master,count,area (um^2)
nand2,66,248
o21ai,43,215
nor2,40,150
xor2,40,350
a21oi,36,180
ha,34,425
inv,18,67.6
maj3,18,180
xnor2,17,149
a21o,14,105
clkbuf,13,48.8
nor3,12,60.1
o31ai,12,90.1
or3,12,75.1
nand3,11,55.1
nor4,8,77.6
a211oi,7,52.6
or4,7,56.3
nand2b,6,37.5
nor2b,6,37.5
a31oi,5,31.3
buf,4,21.3
o211ai,4,30.0
-- final cells by class --
class / instances / area (um^2) / area share
repair buffers: 116 / 1150 / 0.261
well taps: 102 / 128 / 0.0290
inverters: 18 / 67.6 / 0.0153
multi-input cells: 448 / 3060 / 0.694
-- logic make-up (layout without fill, tap and decap cells) --
| group | Yosys count | count (layout) | share of synthesized area |
|---|---|---|---|
| buf+inv | 35 | 134 | 0.0432 |
| xor+xnor | 57 | 57 | 0.157 |
| simple gates | 185 | 185 | 0.291 |
| other cells | 1 | 1 | 0.00118 |
| compound gates | 149 | 149 | 0.301 |
| mux | 3 | 3 | 0.0102 |
| fa+ha+maj | 53 | 53 | 0.196 |
-- worst paths after layout --
check | end | cells after the start
max | Z | 21
min | result[2] | 4
No activity file was given, so power comes from the tool's default toggle rates.
