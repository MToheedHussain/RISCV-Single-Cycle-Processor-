==> flow/run.sh <==
#!/bin/bash
# OpenROAD 26Q1-2900-gdf79404cd8, Yosys 0.63+post, stock flow scripts
make -C /OpenROAD-flow-scripts/flow DESIGN_CONFIG=/design/flow/config.mk WORK_HOME=/design/flow/orfs finish
==> flow/config.mk <==
export PLATFORM = sky130hd
export DESIGN_NAME = inst_memory
export DESIGN_NICKNAME = inst_memory
export VERILOG_FILES = /design/flow/design.v
export SDC_FILE = /design/flow/constraint.sdc
export NUM_CORES = 4
export LEC_CHECK = 1
export CORE_AREA = 10 10 114 114
export DIE_AREA = 0 0 124 124
==> flow/constraint.sdc <==
current_design inst_memory

set clk_period 4.3
set clk_io_pct 0.2

create_clock -name clk0 -period $clk_period

set non_clock_inputs [all_inputs -no_clocks]
set_input_delay [expr $clk_period * $clk_io_pct] -clock clk0 $non_clock_inputs
set_output_delay [expr $clk_period * $clk_io_pct] -clock clk0 [all_outputs]
==> flow/design.v <==
`timescale 1ns / 1ps
module inst_memory(
input [31:0]inst_Addr,
input reset,
output wire [31:0]instruction
);
reg [7:0] array_reg [0:31];
assign instruction = {array_reg[inst_Addr+3], array_reg[inst_Addr+2], array_reg[inst_Addr+1], array_reg[inst_Addr]};
   always @(reset)
   begin
       if(reset == 1)
       begin
              array_reg[3] = 8'h00;
              array_reg[2] = 8'h94;
              array_reg[1] = 8'h03;
              array_reg[0] = 8'h33;
              array_reg[7] = 8'h41;
              array_reg[6] = 8'h39;
              array_reg[5] = 8'h03;
              array_reg[4] = 8'hb3;
              array_reg[11] = 8'h03;
              array_reg[10] = 8'h5a;
              array_reg[9] =  8'h02;
              array_reg[8] =  8'hb3;
              array_reg[15] = 8'h01;
              array_reg[14] = 8'h7b;
              array_reg[13] = 8'h4e;
              array_reg[12] = 8'h33;
              array_reg[19] = 8'h01;
              array_reg[18] = 8'h9c;
              array_reg[17] = 8'h1e;
              array_reg[16] = 8'hb3;
              array_reg[23] = 8'h01;
              array_reg[22] = 8'hbd;
              array_reg[21] = 8'h5f;
              array_reg[20] = 8'h33;
              array_reg[27] = 8'h00;
              array_reg[26] = 8'hd6;
              array_reg[25] = 8'h7f;
              array_reg[24] = 8'hb3;
              array_reg[31] = 8'h00;
              array_reg[30] = 8'hf7;
              array_reg[29] = 8'h68;
              array_reg[28] = 8'hb3;
       end
   end
endmodule
==> impl_metrics.toml <==
# synthesis and place-and-route metrics
[final_layout]
flops = 0
fill_cells = 1169
seqCellArea_um2 = 0
design_area_um2 = 2180
post-route-util_pct = 20.9
area_growth_pct = 33.3
final_cell_count_no_fill = 421
final-comb-area_um2 = 1400
drive_above_1_share_pct = 14.0
clkbuf_count = 0

[synth]
avgSynthCellArea_um2 = 6.40
yosysMostFrequentCell = "a21oi_1"
yosysChipArea_um2 = 1630
top_cells_by_count = "a21oi_1 (24), nor2_1 (23), nand2_1 (20)"
synth_cell_types = 69
netlist.area_leader.share_pct = 7.36
syn_inst = 255
ys_cells = 255
synth_warnings = 2
ys_seq_share_pct = 0
top_area_cell = "a21oi_1"
top_cells_by_area = "a21oi_1 (7.4%), nor2_1 (5.3%), buf_2 (4.9%), o21ai_0 (4.9%), nand2_1 (4.6%)"
netlist_area_um2 = 1630

[place]
place_area_um2 = 2160
gp_congestion = 0.893
port_buffers = 37
dp.cells = 419
dp_slack_ps = 135
dp_hpwl_um = 4470

[global_routing]
grt_pass1_vias = 1802
grt_max_degree = 54
grt_overflow = 0
track_usage_pct = 7.72
grt_pass1_wl_um = 9850
antenna_found_initial = 0

[worst_setup_path]
crit_path_max_fanout = 8
path_class = "in2out"
endpoint_kind = "output port"
arrival_ps = 3290
worstPathRequired_ps = 3440
setup.worst_path.start_class = "input pin"

[floorplan]
fp.coreArea_um2 = 10400
chip_area_um2 = 15400
num_io_pins = 65
die_x_um = 124
num_rows = 37
initCoreUtil_pct = 15.7
die_h_um = 124

[route]
dr.pass1.iters = 7
ant_nets = 0
routed_wl_um = 6270
wl_per_cell_um = 14.9
route.detailed.drc = 0
vias = 2098
n_antenna_cell = 0
viasPerCell = 4.98
drtIter0Drc = 248

[power_and_ir_drop]
p_per_area_nw_per_um2 = 119
ir_drop_mv = 0.0296
p_clk_share_pct = 0
swShare_pct = 49.6
p_comb_share_pct = 100.0
p_seq_share_pct = 0
leakage_nw = 0.739
finalPower_mw = 0.259
p_switching_mw = 0.129
internal-power_mw = 0.131

[flow_run]
cap_violations = 0
warnings = 62

[sta]
worst_slew_pin_slew_ps = 528
setup_viol = 0
fin_crit_sh_pct = 96.5
setup_ws_ps = 150
min_period_ps = 4150
rsz0062_at_grt = "false"
setup_tns_ps = 0
fmax_mhz = 241
maxSlewViolCount = 0
relSlewSlack_pct = 64.8
hold_slack_ps = 2590
hold_viol_final = 0

[hold_path]
hp-class = "in2out"

[clock_tree]
postCtsHoldBufs = 0

[run_status]
outcome = "completed"
## path summary, 6_finish.rpt
kind	from	endpoint	cells after the start	slack [ps]
setup / recovery	inst_Addr[1]	instruction[16]	9	150
hold / removal	inst_Addr[3]	instruction[12]	6	2590
## kinds of logic after synthesis
| family | synth area share [%] |
|---|---|
| AOI/OAI and AO/OA | 47.7 |
| and+or+nand+nor | 28.8 |
| buffers and inverters | 14.3 |
| xor gates and xnor gates | 4.14 |
| adders and majority gates | 3.68 |
| muxes | 1.30 |
## critical path, cell delays in order
cell             delay [ps]
clkdlybuf4s50_1         570
inv_2                    60
ha_1                    390
buf_4                   200
inv_1                    80
or4_1                   500
o311ai_1                 90
a21oi_1                 110
clkdlybuf4s50_1         440
## power groups by stage
stage                 registers (mW)  clock network [mW]  logic (mW)
after global routing               0                   0       0.285
final                              0                   0       0.259
after CTS                          0                   0       0.260
## per-layer routing
layer / share of wire [%] / wire, um / global-route usage [%]
met5: 0 / 0 / 0
met4: 0 / 0 / 0.144
met3: 9.0 / 567 / 1.29
met2: 45 / 2830 / 11.9
met1: 46 / 2870 / 11.6
## layout make-up
type	instances	area share, %
repair buffers	63	26.3
inverters	8	1.55
multi-input cells	214	64.3
well taps	136	7.82
## layout by cell type (no fill, tap or decap), types with 3 or more instances in the layout
| master | n |
|---|---|
| buf_4 | 25 |
| a211oi_1 | 3 |
| a21o_1 | 3 |
| nand3_1 | 9 |
| nor3_1 | 3 |
| o22ai_1 | 10 |
| nand2b_1 | 5 |
| clkdlybuf4s50_1 | 36 |
| o21ai_0 | 16 |
| inv_1 | 3 |
| a221oi_1 | 4 |
| ha_1 | 4 |
| a32oi_1 | 3 |
| nand4_1 | 3 |
| a31oi_1 | 6 |
| nor2b_1 | 5 |
| xnor2_1 | 4 |
| o211ai_1 | 9 |
| a21oi_1 | 24 |
| nor3b_1 | 4 |
| nor2_1 | 23 |
| nand2_1 | 20 |
## repair_timing
| item | CTS | global route |
|---|---|---|
| buffers inserted | 0 | 2 |
| gates resized | 0 | 1 |
| endpoints found under the setup margin | 0 | 2 |
Power and IR drop assume default switching activity.
