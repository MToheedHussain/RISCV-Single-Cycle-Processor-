--- run.sh ---
#!/bin/bash
# OpenROAD 26Q1-2900-gdf79404cd8, Yosys 0.63+post, stock flow scripts
make -C /OpenROAD-flow-scripts/flow DESIGN_CONFIG=/design/flow/config.mk WORK_HOME=/design/flow/orfs finish
--- config.mk ---
export PLATFORM = sky130hd
export DESIGN_NAME = registerfil_dual
export DESIGN_NICKNAME = registerfil_dual
export VERILOG_FILES = /design/flow/design.v
export SDC_FILE = /design/flow/constraint.sdc
export NUM_CORES = 4
export LEC_CHECK = 1
export CORE_UTILIZATION = 40
--- constraint.sdc ---
current_design registerfil_dual

set clk_period 6.4
set clk_io_pct 0.2

create_clock -name clk0 -period $clk_period [get_ports {clk}]

set non_clock_inputs [all_inputs -no_clocks]
set_input_delay [expr $clk_period * $clk_io_pct] -clock clk0 $non_clock_inputs
set_output_delay [expr $clk_period * $clk_io_pct] -clock clk0 [all_outputs]
--- design.v ---
`timescale 1ns / 1ps
module registerfil_dual
    (
        input wire clk,
        input wire WE3,
        input wire [4:0] A1, A2, A3,  
        input wire [31:0] WD1, 
        output wire[31:0] RD1, RD2
    );
    reg [31:0] array_reg [2**5-1:0];     
    always @(posedge clk)
    begin 
        if (WE3) 
            begin
            array_reg[A3] <= WD1;
            end
    end
   assign RD1 = array_reg[A1];
   assign RD2 = array_reg[A2];
endmodule
==> changes_impl.md <==
### Metrics

* Cells after Synth at 3,386
* Fillers at just over 10,000
* Wire length per cell at 28.8 um
* Pin count of the biggest net entering global routing at around 90
* CP required at 5.12 ns
* Top Ports at ~110
* Status: finished clean
* Total global-route track usage at about a quarter
* Hold Buf Count CTS at 0
* Final setup viols at 0
* Top post-synthesis cells by area: edfxtp_1 63%, mux2i_1 21%, a22oi_1 3.0%
* DP HPWL at 86,900 um
* Max incr delay on CP at 0.61 ns
* Root Buffer: clkbuf_16
* Combinational Area at between 15,000 and 20,000 um2
* Critical-path maximum fanout at between 40 and 50
* GRT busiest layer: met2
* Crit path max-delay family: buffers and inverters
* Routability cong. at between 0.8 and 0.9
* Worst Path Buf+Inv at 3
* HP Class: in -> reg
* Area delta synth->final at 14.2%
* Vias in the first global route at ~32,000
* Final Max Slew Viols at 0
* Global-route wire length before repair at between 200,000 and 250,000 um
* Cell taking the most area after synthesis: edfxtp_1
* Post-layout period usage at 86.3%
* Worst slew pin tran at around 1 ns
* Max-cap viol count at 0
* Mapped Area at approximately 49,000 um2
* Post-synthesis register bit count at ~1,000
* DR DRC count at 0
* Pre-CTS setup slack at slightly below 0.9 ns
* Slack of the critical path at 0.879 ns
* Grt ovf at 0
* Synthesis area per yosys at between 40,000 and 50,000 um2
* Leakage at 0.0204 uW
* Share of cells above drive strength 1 at about a tenth
* Post-CTS Setup Bufs at 0
* Vias at 30,981
* Die X at ~350 um
* Power Dens Cells at 265 nW/um2
* Core Util at FP at roughly 40%
* GR Layer Usage met2 at 40.0%
* Yosys stat cell total at roughly 3,400
* Synthesized area per cell at 14.4 um2
* Die outline height at approximately 350 um
* Die area at approximately 120,000 um2
* Worst slew margin at roughly a third
* Unique cell types at 23
* CTS tree: built
* CP endpoint kind: output port
* Max reg flops at between 1,000 and 1,500
* VDD IR-drop max at 0.199 mV
* CP startpoint kind: input port
* Global Route met3 Usage at between 10% and 20%
* Worst-path cell chain: clkdlybuf4s50_1 -> and2_4 -> buf_12 -> a22o_1 -> nor3_1 -> a31oi_1 -> nand3_1 -> clkdlybuf4s50_1
* CTS Buffer Depth at 3
* Initial DRC Count at slightly below 2,000
* Std-Cell Rows at ~130
* Ys Warns at 1
* Hold Vio Cnt, Final at 0
* Register area at between 30,000 and 40,000 um2
* Largest type area fraction at a little over three fifths
* M1 GR Usage at between 30% and 40%
* Slowest CP cell: clkdlybuf4s50_1
* Data arrival time of the worst path at 4.24 ns
* Via density at ~6
* Final ANT Viol Nets at 0
* Fin Setup TNS at 0 ns
* Most frequent CP cell: clkdlybuf4s50_1
* PostCTS Resize Cnt at 0
* Max Freq at 181 MHz
* H-tree depth at 3
* Antenna violations before repair at 10
* RSZ-0062 raised after global routing: no
* Total clock sinks at between 1,000 and 1,500
* Detailed Route WL at around 150,000 um
* 1st-pass router iterations at 5
* Core Box Area at between 100,000 and 150,000 um2
* I/O Buffers at about 110
* Clock-pin slew on the worst setup and hold paths at 0.06 ns
* Tally of OpenROAD warnings at 26
* Top Layout Cells: 1,024 x mux2i_1, 1,024 x edfxtp_1, 194 x nand3_1
* Cts bufs inserted at ~110
* Synth Seq Share at 63.0%
* Period minus WS final at around 5.5 ns
* Crit Path Class: in -> out
stage by stage:
stage,std cells,area [um2],power (uW),hold slack (ns),utilization (%)
5_1_grt,5230,55700,15200,1.41,46.3
4_1_cts,5227,55700,14800,1.39,46.3
6_report,5232,55700,14700,1.41,46.3
2_1_floorplan,3386,48800,8400,1.38,-
3_3_place_gp,5035,52500,9030,2.11,43.6
3_5_place_dp,5035,52500,9030,2.12,43.6
logic make-up after synthesis:
logic type      count (synthesis)  share of synthesized area [%]
buf+inv                       253                           3.21
compound gates                576                           8.04
flops                        1024                           63.0
simple gates                  509                           4.71
mux                          1024                           21.0
cell type report:
type	count	area share [%]
antenna	5	0.0225
clock buffer	137	5.01
clock inverter	55	0.792
multi-input combinational	2109	30.1
sequential	1024	55.2
tap	1612	3.62
timing repair buffer	290	5.28
per-layer routing:
layer | up-vias | share of wire [%]
met1 | 15434 | 36
met5 | - | 0.046
met4 | 12 | 3.6
met2 | 1548 | 47
met3 | 298 | 13
li1 | 13689 | -
report_power, final:
group / switching [uW] / internal (uW) / total [uW]
sequential: 31.4 / 7460 / 7490
combinational: 857 / 549 / 1410
clock: 2550 / 3300 / 5850
cells in the mapped netlist:
master	number
or2_2	2
nand3b_1	5
a31oi_1	64
clkbuf_4	4
nor2_1	35
nand2b_1	4
buf_6	45
and2_1	2
nor2b_1	4
buf_1	1
a21oi_1	192
mux2i_1	1024
buf_4	47
a22o_1	128
edfxtp_1	1024
nand2_1	195
nand3_1	194
or3b_2	3
buf_2	70
nor3_1	64
or3_1	1
clkbuf_1	86
a22oi_1	192
path summary, 6_finish.rpt:
kind	cells past startpoint	endpoint	slack, ns	from
worst max-delay path	8	RD1[25]	0.88	A1[0]
worst min-delay path	2	array_reg[22][6]	1.41	WD1[6]
Power and IR drop assume default switching activity.
